==> flow/design.v <==
module checksum_calculator (in, reset, enable, clk, checksum);
  parameter LENGTH = 32;
  input [LENGTH-1:0] in;
  input reset, enable, clk;
  output [LENGTH-1:0] checksum;
  wire [LENGTH-1:0] in;
  wire reset, clk;
  reg [LENGTH-1:0] checksum;
  wire [LENGTH-1:0] next_checksum;
  one_complement_adder #(.LENGTH(LENGTH)) adder (.a1(checksum), .a2(in), .res(next_checksum));
  always @(posedge clk) begin
    if (reset) checksum <= 0;
    else if (enable) checksum <= next_checksum;
  end
endmodule
module delay_reg(data_in, in_pos, data_out, clk, reset);
  parameter DEPTH=1;
  parameter WIDTH=32;
  input [WIDTH-1:0] data_in;
  input [7:0] in_pos;
  input clk, reset;
  output [WIDTH-1:0] data_out;
  wire [WIDTH-1:0] data_in;
  wire [7:0] in_pos;
  wire clk, reset;
  wire [WIDTH-1:0] data_out;
  genvar i;
  if (DEPTH == 1) begin
    parallel_reg #(.WIDTH(WIDTH)) r
    (.data_in(data_in), .data_out(data_out), .clk(clk), .reset(reset));
  end else begin
    wire [DEPTH-1:0] decoder;
    assign decoder = 1 << (in_pos-1);
    wire [WIDTH-1:0] btw [0:DEPTH];
    wire [WIDTH-1:0] mux [0:DEPTH-1];
    for (i = 0; i < DEPTH; i = i + 1) begin
      assign mux[i] = (decoder[DEPTH-1-i]) ? btw[0] : btw[i];
      parallel_reg #(.WIDTH(WIDTH)) r
      (.data_in(mux[i]), .data_out(btw[i+1]), .clk(clk), .reset(reset));
    end
    assign btw[0] = data_in;
    assign data_out = btw[DEPTH];
  end
endmodule
module one_complement_adder (a1, a2, res);
  parameter LENGTH = 32;
  input [LENGTH-1:0] a1;
  input [LENGTH-1:0] a2;
  output [LENGTH-1:0] res;
  wire [LENGTH-1:0] a1;
  wire [LENGTH-1:0] a2;
  wire [LENGTH-1:0] res;
  wire [LENGTH:0] temp;
  assign temp = a1 + a2;
  assign res = temp[LENGTH] + temp[LENGTH-1:0];
endmodule
module parallel_reg (data_in, clk, reset, data_out);
  parameter WIDTH = 32;
  input [WIDTH-1:0] data_in;
  input clk, reset;
  output [WIDTH-1:0] data_out;
  wire [WIDTH-1:0] data_in;
  wire clk, reset;
  reg [WIDTH-1:0] data_out;
  always @(posedge clk) begin
    if (reset) data_out <= 0;
    else data_out <= data_in;
  end
endmodule
module UDP_encoder (src_ip, dest_ip,
                    src_port, dest_port, len_in, data,
                    clk, reset, no_chksum, start, data_av,
                    pkg_data, wr_en, fin, checksum_out, len_out);
  input [31:0] src_ip, dest_ip;
  input [15:0] src_port, dest_port, len_in;
  input [31:0] data;
  input clk, reset, no_chksum, start, data_av;
  output [31:0] pkg_data;
  output [15:0] checksum_out;
  output [15:0] len_out;
  output wr_en, fin;
  wire [15:0] src_port, dest_port, len_in;
  wire [31:0] data;
  wire clk, reset, no_chksum, start, data_av;
  reg [31:0] pkg_data;
  reg [15:0] checksum_out;
  wire [15:0] len_out;
  assign len_out = len_in + 16'd8;
  reg wr_en, fin;
  parameter IDLE = 0;
  parameter WRITE_1 = 1;
  parameter WRITE_2 = 2;
  parameter WRITE_3 = 3;
  parameter FIN = 4;
  wire data_av_dl;
  wire [31:0] data_dl;
  delay_reg #(.WIDTH(33), .DEPTH(2)) delay
  (.data_in({data_av, data}), .in_pos(8'd2), .data_out({data_av_dl, data_dl}), 
   .clk(clk), .reset(reset));
  wire [31:0] temp0;
  wire [15:0] temp1, temp2, ps_hdr_chks;
  one_complement_adder #(.LENGTH(32)) add0 (.a1(src_ip), .a2(dest_ip), .res(temp0));
  one_complement_adder #(.LENGTH(16)) add1 (.a1({8'b0, 8'd17}), .a2(len_out), .res(temp1));
  one_complement_adder #(.LENGTH(16)) add2 (.a1(temp0[31:16]), .a2(temp0[15:0]), .res(temp2));
  one_complement_adder #(.LENGTH(16)) add3 (.a1(temp1), .a2(temp2), .res(ps_hdr_chks));
  wire [15:0] temp3, hdr_chks;
  one_complement_adder #(.LENGTH(16)) add4 (.a1(src_port), .a2(dest_port), .res(temp3));
  one_complement_adder #(.LENGTH(16)) add5 (.a1(temp3), .a2(len_out), .res(hdr_chks));
  wire [31:0] data_checksum;
  wire enable_checksum;
  assign enable_checksum = (next_state == WRITE_3) && data_av_dl;
  checksum_calculator #(.LENGTH(32)) add6
  (.in(data_dl), .reset(reset), .enable(enable_checksum), 
   .clk(clk), .checksum(data_checksum));
  wire [15:0] accum_checksum, temp4, temp5;
  one_complement_adder #(.LENGTH(16)) add7 
  (.a1(data_checksum[31:16]), .a2(data_checksum[15:0]), .res(temp4));
  one_complement_adder #(.LENGTH(16)) add8 
  (.a1(ps_hdr_chks), .a2(hdr_chks), .res(temp5));
  one_complement_adder #(.LENGTH(16)) add9
  (.a1(temp4), .a2(temp5), .res(accum_checksum));
  reg [2:0] state, next_state;
  reg [15:0] bytes_left;
  always @(reset or start or state or bytes_left) begin
    if (reset) 
      next_state = IDLE;
    else if (start && state == IDLE)
      next_state = WRITE_1;
    else if (state == WRITE_1)
      next_state = WRITE_2;
    else if (state == WRITE_2)
      next_state = WRITE_3;
    else if (state == WRITE_3) begin
      if (bytes_left > 0) next_state = WRITE_3;
      else next_state = FIN;
    end else if (state == FIN) 
      next_state = FIN;
    else next_state = IDLE;
  end
  always @(posedge clk) begin
    state <= next_state;
    case (next_state)
      IDLE: bytes_left <= 0;
      WRITE_1: bytes_left <= len_in;
      WRITE_2:  ;
      WRITE_3: 
        if (data_av_dl) 
          bytes_left <= (bytes_left < 4) ? 0 : (bytes_left - 4);
      FIN:  ;
    endcase
  end
  always @(posedge clk) begin
    case (next_state)
      IDLE: begin
        pkg_data <= 0;
        checksum_out <= 0;
        wr_en <= 0;
        fin <= 0;
      end
      WRITE_1: begin
        pkg_data <= {src_port, dest_port};
        wr_en <= 1;
      end
      WRITE_2: begin
        pkg_data <= {len_out, 16'h0000};
      end
      WRITE_3: begin
        if (data_av_dl) begin
          wr_en <= 1;
          pkg_data <= data_dl;
        end else
          wr_en <= 0;
      end
      FIN: begin
        pkg_data <= 0;
        if (!no_chksum) checksum_out <= ~accum_checksum;
        else checksum_out <= 0;
        wr_en <= 0;
        fin <= 1;
      end
    endcase
  end
endmodule
==> flow/run.sh <==
#!/bin/bash
# OpenROAD 26Q1-2900-gdf79404cd8, Yosys 0.63+post, stock flow scripts
make -C /OpenROAD-flow-scripts/flow DESIGN_CONFIG=/design/flow/config.mk WORK_HOME=/design/flow/orfs finish
==> flow/config.mk <==
export PLATFORM = sky130hd
export DESIGN_NAME = UDP_encoder
export DESIGN_NICKNAME = UDP_encoder
export VERILOG_FILES = /design/flow/design.v
export SDC_FILE = /design/flow/constraint.sdc
export NUM_CORES = 4
export LEC_CHECK = 1
export CORE_UTILIZATION = 50
==> flow/constraint.sdc <==
current_design UDP_encoder

set clk_period 36.6
set clk_io_pct 0.2

create_clock -name clk0 -period $clk_period [get_ports {clk}]

set non_clock_inputs [all_inputs -no_clocks]
set_input_delay [expr $clk_period * $clk_io_pct] -clock clk0 $non_clock_inputs
set_output_delay [expr $clk_period * $clk_io_pct] -clock clk0 [all_outputs]
==> ci_impl_report.md <==
### Flow metrics

| Metric | Value |
|---|---|
| CTS tree | built |
| Placed Instance Area | 21000 um^2 |
| Post-Syn Instances | approximately 2200 |
| CP Data Required Time | 36.80 ns |
| Worst-path clk slew | 0.08 ns |
| CP Class | in -> reg |
| Post-Syn Area per Cell | 8.30 um^2 |
| Final instance area | 21600 um^2 |
| Met1 usage | between 40% and 50% |
| Yosys chip area | 18300 um^2 |
| Fmax | 40.8 MHz |
| Tmin final | 24.54 ns |
| Clock Sinks | 169 |
| Total CTS buffers | 17 |
| Tool warnings | 30 |
| Synth Cell Area | 18300 um^2 |
| Critical Path Start Type | primary input |
| H-tree levels | 4 |
| Top Layout Cells | 213 x clkdlybuf4s50_1, 201 x ha_1, 197 x xnor2_1, 169 x nor2_1, 153 x nand2_1 |
| DRC viols | 0 |
| FP Core Util | between 50% and 60% |
| Ao+oa area frac | 21.7% |
| Post-DR wirelength/cell | 18.6 um |
| Status | finished, final reports clean |
| Via count of the first global-routing pass | between 15000 and 20000 |
| Slowest Stage Delay on Critical Path | 0.56 ns |
| HPWL after DPL | 45.0 mm |
| Gr busiest metal | met2 |
| Top cell area share | 13.7% |
| Die X | 193 um |
| Largest net degree at the start of global routing | about 71 |
| Arrival time at the worst endpoint | between 20 and 25 ns |
| FFs w/ async S/R, synth | 0% |
| Yosys reg bits | 169 |
| Skew final | 0.0136 ns |
| Top cell type by total area after synthesis | ha_1 |
| Synth warnings | 4 |
| Worst IR drop on VDD | 0.000106 V |
| Unrepaired setup endpoints after global routing | no |
| Final ANT Viol Nets | 0 |
| Met3 Use GR | 6.11% |
| Max-slew violations | 0 |
| Ys flop type | dfxtp_1 |
| Cell Pwr Density | 96.6 nW/um^2 |
| Root Buffer | clkbuf_16 |
| GRT overflow | 0 |
| CP max FO | 6 |
| Port bufs | 214 |
| Crit. End Element | flop |
| Max-Cap Viols | 0 |
| Layout cell share with drive strength beyond 1 | 4.91% |
| Mux area share | less than 1% |
| Vias per cell | 5.81 |
| CTS Buffer Depth | 2 |
| Setup WS post-layout | 12.06 ns |
| EDFF count, synth | 66 |
| RD Place Congestion | approximately 1.0 |
| Met2 usage | between 40 and 50% |
| CTS-repair resized insts | 0 |
| Number of cells in Yosys stat | 2209 |
| Cell area leaders | ha_1 14%, dfxtp_1 11%, edfxtp_1 11%, xnor2_1 9.4%, xor2_1 5.4% |
| Adders+Majority by Area | 14.7% |
| First-pass DRT Iterations | 25 |
| Min-Delay Path Class | reg -> reg |
| Relative slew slack | 46.5% |
| Area growth, synth to finish | 18.0% |
| Final worst path period share | 67.0% |
| Late-Pin Clk Latency | roughly 0.45 ns |
| Top cell excl fill/tap | clkdlybuf4s50_1 |
| Row count | 69 |
| XORs/XNORs by Area | between 10% and 20% |
| Drt total wl | roughly 54 mm |
| LEAKAGE | 0.00899 uW |
| Dominant kind of combinational cell | simple AND/OR/NAND/NOR gates |
| Setup tns final | 0 ns |
| Vias | 16800 |
| First-pass GRT wire length | around 85 mm |
| Post-synth cell types | 99 |
| Yosys simple share | 21.8% |
| Pre-CTS setup slack | around 12 ns |
| Post-cts hold buffer count | 0 |
| Die Height | 193 um |
| # setup viols final | 0 |
| Core ar. | ~36000 um^2 |
| Worst Max-Slew Pin Slew | about 0.8 ns |
| Antenna violations before repair | 2 |
| Global Route Usage Sum | ~30% |
| Num ports | 215 |
| CP most frequent cell | ha_1 |
| Setup Fix Bufs, Post-CTS | 0 |
| Initial drt markers | 911 |
| Slowest CP cell | or4_1 |
| Seq share, synth | 22.1% |
| Chip Area | 37400 um^2 |
| Final hold viol count | 0 |
## path summary, 6_finish.rpt
check                                     startpoint                                 endpoint  slack (ns)  cells past startpoint
min          delay.genblk1.genblk1[0].r.data_out[31]  delay.genblk1.genblk1[1].r.data_out[31]        0.44                      1
max reg2reg                         add6.checksum[0]                         checksum_out[15]       28.83                     34
max                                       dest_ip[5]                         checksum_out[15]       12.06                     83
min reg2reg  delay.genblk1.genblk1[0].r.data_out[31]  delay.genblk1.genblk1[1].r.data_out[31]        0.44                      1
## routing by layer
layer  vias to the layer above  share of wire, %
met5                         -                 0
li1                       8497                 -
met3                        58               6.6
met4                         0               2.1
met2                       484                45
met1                      7738                46
## Yosys cell counts (all sizes together) (8+ instances only)
cell     count
o21bai      26
inv        118
xnor2      199
a221o       12
o2111ai      8
nand2      153
a22o        17
nor2b       88
buf         15
and3        32
nor2       171
nor3b       16
nand2b      25
and2        25
a31oi       15
a311oi      10
a2111oi      8
nor3        53
nor4        20
edfxtp      66
o21a        22
nand3b       8
dfxtp      103
o21ai       95
fa           9
or2         16
and4         8
clkbuf      37
xor2       115
nand3       77
or3         21
a21oi      139
a21o        63
ha         201
a21boi      10
o31ai       10
a211oi      34
nand4       35
o211ai      17
## metrics by stage
step	power (uW)	instances	hold WS (ns)	utilization, %
CTS	2090	2887	0.432	60.4
global route	2310	2889	0.446	60.4
finish	2090	2890	0.435	60.4
global placement	1880	2855	0.417	58.6
detailed placement	1890	2855	0.424	58.6
floorplan	1570	2209	0.414	-
## sequential cells by signal, summed over array words and instances, names as in the netlist
| name | flops |
|---|---|
| delay.genblk1.genblk1.r.data_out | 66 |
| add6.checksum | 32 |
| fin | 1 |
| bytes_left | 16 |
| pkg_data | 32 |
| checksum_out | 16 |
| state | 5 |
| wr_en | 1 |
## where the power goes
part | total (uW) | switching (uW) | internal, uW
logic | 1690 | 968 | 726
registers | 210 | 5.51 | 205
clock network | 186 | 92.0 | 93.8
total | 2090 | 1070 | 1020
## critical path: cells and delay by family
| family | cells | cell delay, ns |
|---|---|---|
| XOR/XNOR | 3 | 0.42 |
| adder cells (fa/ha/maj) | 11 | 3.13 |
| AND-OR/OR-AND | 37 | 7.47 |
| AND/OR/NAND/NOR | 29 | 5.83 |
| buffers and inverters | 3 | 0.54 |
## logic make-up after synthesis
family | count (synthesis)
AND/OR/NAND/NOR | 768
flip-flops | 169
buffers and inverters | 170
AND-OR/OR-AND | 566
XOR/XNOR | 318
multiplexers | 8
adder cells (fa/ha/maj) | 210
## final cells by class
type,instances,area [um^2]
Tap cell,461,577
Clock inverter,15,191
Timing Repair Buffer,237,2310
Multi-Input combinational cell,1870,13600
Antenna cell,3,7.51
Fill cell,3060,14200
Inverter,118,443
Sequential cell,169,4040
Clock buffer,17,425
Power is estimated from default activity; no workload was simulated.
